`config.mk`:
```
export PLATFORM = sky130hd
export DESIGN_NAME = sync_low
export DESIGN_NICKNAME = sync_low
export VERILOG_FILES = /design/flow/design.v
export SDC_FILE = /design/flow/constraint.sdc
export NUM_CORES = 4
export LEC_CHECK = 1
export CORE_AREA = 10 10 74 74
export DIE_AREA = 0 0 84 84
```
`constraint.sdc`:
```
current_design sync_low

set clk_period 1.0
set clk_io_pct 0.2

create_clock -name clk0 -period $clk_period [get_ports {clk}]

set non_clock_inputs [all_inputs -no_clocks]
set_input_delay [expr $clk_period * $clk_io_pct] -clock clk0 $non_clock_inputs
set_output_delay [expr $clk_period * $clk_io_pct] -clock clk0 [all_outputs]
```
`design.v`:
```
interface ahb_if #(
    parameter int ADDR_WIDTH = 32,
    parameter int DATA_WIDTH = 32
)(
    input HCLK,
    input HRESETn
);
    logic HSEL;
    logic HREADY;
    logic HREADYOUT;
    logic HWRITE;
    logic HMASTLOCK;
    logic HRESP;
    logic [1:0] HTRANS;
    logic [2:0] HBURST;
    logic [2:0] HSIZE;
    logic [ADDR_WIDTH - 1:0] HADDR;
    logic [DATA_WIDTH - 1:0] HWDATA;
    logic [DATA_WIDTH - 1:0] HRDATA;
    logic [(DATA_WIDTH/8) - 1:0] HWSTRB;
    assign HREADY = HREADYOUT;
    modport manager(
        input HCLK, HRESETn,
        input HREADY, HRESP, HRDATA,
        output HWRITE, HMASTLOCK, HTRANS,
        HBURST, HSIZE, HADDR, HWDATA, HWSTRB, HSEL
    );
    modport subordinate(
        input HCLK, HRESETn,
        input HSEL, HWRITE, HMASTLOCK, HTRANS,
        HBURST, HSIZE, HADDR, HWDATA, HWSTRB,
        output HREADYOUT, HRDATA, HRESP
    );
endinterface
package ahb_pkg;
    typedef enum logic [1:0] {
        IDLE    = 2'b00,
        SEQ     = 2'b01,
        NONSEQ  = 2'b10,
        BUSY    = 2'b11
    } HTRANS_t;
    typedef enum logic [2:0] {
        SINGLE  = 3'b000,
        INCR    = 3'b001,
        WRAP_4  = 3'b010,
        INCR_4  = 3'b011,
        WRAP_8  = 3'b100,
        INCR_8  = 3'b101,
        WRAP_16 = 3'b110,
        INCR_16 = 3'b111
    } HBURST_t;
    typedef enum logic [2:0] {
        BYTE            = 3'b000,
        HALFWORD        = 3'b001,
        WORD            = 3'b010,
        DOUBLEWORD      = 3'b011,
        FOUR_WORD_LINE  = 3'b100,
        EIGHT_WORD_LINE = 3'b101
    } HSIZE_t;
endpackage
package jtag_types_pkg;
	typedef enum logic [3:0]
	{
		TEST_LOGIC_RESET	= 4'b0000,
		RUN_TEST_IDLE		= 4'b0001,
		SELECT_DR_SCAN		= 4'b0010,
		CAPTURE_DR			= 4'b0011,
		SHIFT_DR			= 4'b0100,
		EXIT1_DR			= 4'b0101,
		PAUSE_DR			= 4'b0110,
		EXIT2_DR			= 4'b0111,
		UPDATE_DR			= 4'b1000,
		SELECT_IR_SCAN		= 4'b1001,
		CAPTURE_IR			= 4'b1010,
		SHIFT_IR			= 4'b1011,
		EXIT1_IR			= 4'b1100,
		PAUSE_IR			= 4'b1101,
		EXIT2_IR			= 4'b1110,
		UPDATE_IR			= 4'b1111
	} state_t;
	typedef enum logic [4:0]
	{
		BYPASS					= 5'b00000,	 
		SAMPLE					= 5'b00001,
		PRELOAD					= 5'b00010,
		EXTEST					= 5'b00011,
		IDCODE					= 5'b00100,
		CLAMP					= 5'b00101,
		HIGHZ					= 5'b00110,
		IC_RESET				= 5'b00111,
		CLAMP_HOLD				= 5'b01000,
		CLAMP_RELEASE			= 5'b01001,
		TMP_STATUS				= 5'b01010,
		INIT_SETUP				= 5'b01011,
		INIT_SETUP_CLAMP		= 5'b01100,
		INIT_RUN				= 5'b01101,
        AHB                     = 5'b01110,
        BYPASS_2				= 5'b01111,
        AHB_ERROR       = 5'b10000
	} instruction_t;
	typedef enum logic [15:0]
	{
		BYPASS_de					= 16'b0000000000000001,	 
		SAMPLE_de					= 16'b0000000000000010,
		PRELOAD_de					= 16'b0000000000000100,
		EXTEST_de					= 16'b0000000000001000,
		IDCODE_de					= 16'b0000000000010000,
		CLAMP_de					= 16'b0000000000100000,
		HIGHZ_de					= 16'b0000000001000000,
		IC_RESET_de					= 16'b0000000010000000,
		CLAMP_HOLD_de				= 16'b0000000100000000,
		CLAMP_RELEASE_de			= 16'b0000001000000000,
		TMP_STATUS_de				= 16'b0000010000000000,
		INIT_SETUP_de				= 16'b0000100000000000,
		INIT_SETUP_CLAMP_de			= 16'b0001000000000000,
		INIT_RUN_de					= 16'b0010000000000000,
        AHB_de						= 16'b0100000000000000,
        AHB_ERROR_de                = 16'b1000000000000000
    } instruction_decode_t;
	typedef enum logic
	{
		PERSISTENCE_OFF = 1'b0,
		PERSISTENCE_ON = 1'b1
	} tmp_state_t;
  typedef enum logic
  {
    ADDRESS = 1'b0,
    DATA = 1'b1
  } regselect_t;
  typedef enum logic [1:0]
  {
    WORD = 2'b10,
    HALFWORD = 2'b01,
    BYTE = 2'b00
  } hsize_t;
  typedef enum logic
  {
    WRITE = 1'b1,
    READ = 1'b0
  } r_w_t;
  typedef struct packed
  {
    logic [31:0] data;
    regselect_t regselect;
    hsize_t size;
    logic addrinc;
    r_w_t r_w;
  } ap_shift_t;
endpackage
package rv32i_types_pkg;
  parameter WORD_SIZE = 32;
  parameter RAM_ADDR_SIZE = 32;
  parameter OP_W = 7;
  parameter BR_W = 3;
  parameter LD_W = 3;
  parameter SW_W = 3;
  parameter IMM_W = 3;
  parameter REG_W = 3;
  typedef logic [WORD_SIZE-1:0] word_t;
  typedef enum logic [OP_W-1:0] {
    LUI       = 7'b0110111,
    AUIPC     = 7'b0010111,
    JAL       = 7'b1101111,
    JALR      = 7'b1100111,
    BRANCH    = 7'b1100011,
    LOAD      = 7'b0000011,
    STORE     = 7'b0100011,
    IMMED     = 7'b0010011,
    REGREG    = 7'b0110011,
    SYSTEM    = 7'b1110011,
    MISCMEM  = 7'b0001111
  } opcode_t;
  typedef enum logic [BR_W-1:0] {
    BEQ     = 3'b000,
    BNE     = 3'b001,
    BLT     = 3'b100,
    BGE     = 3'b101,
    BLTU    = 3'b110,
    BGEU    = 3'b111
  } branch_t;  
  typedef enum logic [LD_W-1:0] {
    LB      = 3'b000,
    LH      = 3'b001,
    LW      = 3'b010,
    LBU     = 3'b100,
    LHU     = 3'b101
  } load_t;
  typedef enum logic [SW_W-1:0] {
    SB      = 3'b000,
    SH      = 3'b001,
    SW      = 3'b010
  } store_t;
  typedef enum logic [IMM_W-1:0] {
    ADDI    = 3'b000,
    SLTI    = 3'b010,
    SLTIU   = 3'b011,
    XORI    = 3'b100,
    ORI     = 3'b110,
    ANDI    = 3'b111,
    SLLI    = 3'b001,
    SRI     = 3'b101
  } imm_t;
  typedef enum logic [REG_W-1:0] {
    ADDSUB  = 3'b000,
    SLL     = 3'b001,
    SLT     = 3'b010,
    SLTU    = 3'b011,
    XOR     = 3'b100,
    SR      = 3'b101,
    OR      = 3'b110,
    AND     = 3'b111
  } regreg_t;
  typedef enum logic [2:0] {
    PRIV        = 3'b000,
    CSRRW       = 3'b001,
    CSRRS       = 3'b010,
    CSRRC       = 3'b011,
    CSRRWI      = 3'b101,
    CSRRSI      = 3'b110,
    CSRRCI      = 3'b111
  } rv32i_system_t;
  typedef enum logic [11:0] {
    ECALL   = 12'h0,
    EBREAK  = 12'h1,
    ERET    = 12'h100
  } priv_insn_t;
  typedef enum logic [2:0] {
    FENCE   = 3'b000,
    FENCEI  = 3'b001
  } rv32i_miscmem_t;
  typedef struct packed {
    logic [6:0] funct7;
    logic [4:0] rs2;
    logic [4:0] rs1;
    logic [2:0] funct3;
    logic [4:0] rd;
    opcode_t    opcode;
  } rtype_t;
  typedef struct packed {
    logic [11:0]  imm11_00;
    logic [4:0]   rs1;
    logic [2:0]   funct3;
    logic [4:0]   rd;
    opcode_t      opcode;
  } itype_t; 
  typedef struct packed {
    logic [6:0] imm11_05;
    logic [4:0] rs2;
    logic [4:0] rs1;
    logic [2:0] funct3;
    logic [4:0] imm04_00;
    opcode_t    opcode;
  } stype_t;
  typedef struct packed {
    logic       imm12;
    logic [5:0] imm10_05;
    logic [4:0] rs2;
    logic [4:0] rs1;
    logic [2:0] funct3;
    logic [3:0] imm04_01;
    logic       imm11;
    opcode_t    opcode;
  } sbtype_t;
  typedef struct packed {
    logic [19:0]  imm31_12;
    logic [4:0]   rd;
    opcode_t      opcode;
  } utype_t;
  typedef struct packed {
    logic         imm20;
    logic [9:0]   imm10_01;
    logic         imm11;
    logic [7:0]   imm19_12;
    logic [4:0]   rd;
    opcode_t      opcode;
  } ujtype_t;
  typedef struct packed {
    logic [11:0]  csr;
    logic [4:0]   rs1_zimm;
    logic [2:0]   funct3;
    logic [4:0]   rd;
    opcode_t      opcode;
  } systype_t;
  typedef struct packed {
    logic         token;
    word_t        pc;
    word_t        pc4;
    word_t        instr;
    word_t        prediction;
  } fetch_ex_pipeline_reg_t;
endpackage
module sync_low #(WIDTH = 8)(
    input wire clk,
    input wire n_rst,
    input wire [WIDTH-1:0] async_in,
    output reg [WIDTH-1:0] sync_out
);
reg [WIDTH-1:0] meta;
always_ff @( posedge clk, negedge n_rst ) 
begin : RESET_LOW_SYNCHRONIZER
    if(n_rst == 1'b0)
    begin
        meta <= '0;
        sync_out <= '0;
    end
    else
    begin
        meta <= async_in;
        sync_out <= meta;
    end
end
endmodule
```
`run.sh`:
```
#!/bin/bash
# OpenROAD 26Q1-2900-gdf79404cd8, Yosys 0.63+post, stock flow scripts
make -C /OpenROAD-flow-scripts/flow DESIGN_CONFIG=/design/flow/config.mk WORK_HOME=/design/flow/orfs finish
```
==> reports/results.ini <==
[power]
power_leakage_nw = 0.288
power_w = 0.00120
p_per_area_mw_per_mm2 = 1790
peakVddDrop_mv = 0.295

[final_layout]
post-route-util_pct = 16.9
layout-drive-gt1-share_pct = 23.7
nMultiInputCombCells = 0
nFillCells = 426
area_growth_pct = 67.2
mi_logic_area_sq_um = 0

[worst_setup_path]
crit_slowest_cell = dfrtp_1
endpoint_kind = primary output
cp_num_buf_inv = 1
rrSetupSlack_ns = 0.53
r2r-start = meta[4]
ff2ff_path_depth = 0
crit_fanout = 1
critPathMaxStageDelay_ns = 0.35
crit_end = sync_out[7]
critPathRequiredTime_ns = 0.80
crit_path_start_kind = register
cp-startpoint = sync_out[7]
worst-setup-path-type = register to primary output
worstPathCellList = clkdlybuf4s15_1
r2r-end = sync_out[4]
worst-path-stages = 1
arrival_ns = 0.76
path_delay_family = flip-flops

[clock_tree]
cts.sinks = 16
clockRootBuffer = clkbuf_8
clkLatencyLatePin_ns = 0.24
clockBufferDepth = 2
clkTransAtPathRegs_ns = 0.06
cts_inserted_buffers = 3
cts_tree = built
post_cts_buffers = 0
htreeDepth = 1

[floorplanning]
floorplan.core_util_pct = 10.1
die_area_sq_mm = 0.00706
die_w_um = 84
die.size.y_um = 84
fp.coreArea_sq_mm = 0.00397
io_pins = 18
rows = 23

[routing]
wirelength_um = 711
dr.first_iter.drc_count = 4
antenna_left = 0
via_per_inst = 2.23
num_vias = 196
diodes = 0
dr.pass1.iters = 2
wire_per_inst_um = 8.08
drc = 0

[sta]
slew_violations = 0
rsz0062_at_grt = false
finalSetupViolCount = 0
min_period_over_period_pct = 96.2
setup_slack_ns = 0.0380
max_slew_margin_pct = 93.2
hold_violations = 0
tightest_slew_ns = 0.102
fmax_ghz = 1.04
finalSetupTns_ns = 0
finalClockSkew_ns = 0.000389
period_minus_slack_ns = 0.962

[yosys]
synth-area-yosys_sq_um = 400
yosysSeqAreaShare_pct = 100
mux_share_pct = 0
ys_sh_simple_pct = 0
ys_seq_elements = 16
syn_inst = 16
ys_cells = 16
compound_area_share_pct = 0
synth_area_sq_um = 400
yosysWarnings = 1
synth.avg_cell_area_sq_um = 25.0
ys_types = 1
synth-xor-area-share_pct = 0
yosys-top-cells-area = dfrtp_1 (100%)
top_area_cell = dfrtp_1
ys_sh_adder_pct = 0
top_area_share_pct = 100

[place]
io_buffer_count = 17
gp_congestion = 0.664
post-place-ws_ns = 0.0227

[grt]
grt_max_degree = 9
use_met1_pct = 1.97
antenna_found_initial = 0
grt_util_all_layers_pct = 1.97
use_met3_pct = 1.08
first_global_vias = 238
grt-ovfl-total = 0
gr-usage-met2_pct = 3.14
grt-busiest-layer = met2
grt_pass1_wl_mm = 1.16

[flow_run]
warnings = 25
maxCapViolations = 0

[worst_hold_path]
hold_path_class = input pin to asynchronous set/reset pin

[outcome]
outcome = complete, no violations

[placed cells by master, fill, tap and decap left out]
cell type and instances:
clkbuf_8 3, buf_4 2, dfrtp_1 16, clkdlybuf4s50_1 9, clkbuf_2 4, clkdlybuf4s15_1 4
[routing by layer]
layer / routed length, um / up-vias
li1: - / 92
met2: 370 / 11
met4: 35 / 0
met5: 0 / -
met1: 186 / 91
met3: 119 / 2
[cells by family (layout without fill, tap and decap cells)]
group,count (synthesis),count (layout)
buf+inv,0,22
flops,16,16
[area by class of cell]
| class | instances | area, sq um | area share (%) |
|---|---|---|---|
| clock buffer | 3 | 41.3 | 6.17 |
| timing repair buffer | 19 | 165 | 24.7 |
| sequential | 16 | 400 | 59.8 |
| tap | 50 | 62.6 | 9.35 |
[registers in the layout, summed over array words and instances, names as in the netlist]
name,flops
meta,8
sync_out,8
[worst min path at each step]
stage        endpoint  slack, ns  cells past startpoint
5_1_grt   sync_out[2]       0.30                      2
6_report  sync_out[2]       0.27                      2
4_1_cts   sync_out[5]       0.28                      2
[synthesized netlist by cell type]
master	count
dfrtp_1	16
[what timing repair did]
| action | CTS | global route |
|---|---|---|
| hold endpoints to repair | 0 | 0 |
| hold buffers | 0 | 0 |
| endpoints found under the setup margin | 8 | 4 |
| gates resized | 16 | 4 |
[stage by stage]
| stage | hold WS (ns) | area (sq um) | instances |
|---|---|---|---|
| 6_report | 0.275 | 669 | 88 |
| 2_1_floorplan | -0.0956 | 400 | 16 |
| 3_5_place_dp | 0.335 | 648 | 85 |
| 5_1_grt | 0.296 | 669 | 88 |
| 3_3_place_gp | 0.337 | 648 | 85 |
| 4_1_cts | 0.282 | 689 | 88 |
[report_power, final]
group	switching, W	leakage (nW)	internal (W)	total (W)
clock	0.000180	0.0216	0.000266	0.000445
sequential	0.00000737	0.186	0.000680	0.000688
combinational	0.0000180	0.0797	0.0000499	0.0000679
total	0.000205	0.288	0.000996	0.00120
Power and IR drop assume default switching activity.
