==> flow/design.v <==
interface ahb_if #(
    parameter int ADDR_WIDTH = 32,
    parameter int DATA_WIDTH = 32
)(
    input HCLK,
    input HRESETn
);
    logic HSEL;
    logic HREADY;
    logic HREADYOUT;
    logic HWRITE;
    logic HMASTLOCK;
    logic HRESP;
    logic [1:0] HTRANS;
    logic [2:0] HBURST;
    logic [2:0] HSIZE;
    logic [ADDR_WIDTH - 1:0] HADDR;
    logic [DATA_WIDTH - 1:0] HWDATA;
    logic [DATA_WIDTH - 1:0] HRDATA;
    logic [(DATA_WIDTH/8) - 1:0] HWSTRB;
    assign HREADY = HREADYOUT;
    modport manager(
        input HCLK, HRESETn,
        input HREADY, HRESP, HRDATA,
        output HWRITE, HMASTLOCK, HTRANS,
        HBURST, HSIZE, HADDR, HWDATA, HWSTRB, HSEL
    );
    modport subordinate(
        input HCLK, HRESETn,
        input HSEL, HWRITE, HMASTLOCK, HTRANS,
        HBURST, HSIZE, HADDR, HWDATA, HWSTRB,
        output HREADYOUT, HRDATA, HRESP
    );
endinterface
package ahb_pkg;
    typedef enum logic [1:0] {
        IDLE    = 2'b00,
        SEQ     = 2'b01,
        NONSEQ  = 2'b10,
        BUSY    = 2'b11
    } HTRANS_t;
    typedef enum logic [2:0] {
        SINGLE  = 3'b000,
        INCR    = 3'b001,
        WRAP_4  = 3'b010,
        INCR_4  = 3'b011,
        WRAP_8  = 3'b100,
        INCR_8  = 3'b101,
        WRAP_16 = 3'b110,
        INCR_16 = 3'b111
    } HBURST_t;
    typedef enum logic [2:0] {
        BYTE            = 3'b000,
        HALFWORD        = 3'b001,
        WORD            = 3'b010,
        DOUBLEWORD      = 3'b011,
        FOUR_WORD_LINE  = 3'b100,
        EIGHT_WORD_LINE = 3'b101
    } HSIZE_t;
endpackage
package jtag_types_pkg;
	typedef enum logic [3:0]
	{
		TEST_LOGIC_RESET	= 4'b0000,
		RUN_TEST_IDLE		= 4'b0001,
		SELECT_DR_SCAN		= 4'b0010,
		CAPTURE_DR			= 4'b0011,
		SHIFT_DR			= 4'b0100,
		EXIT1_DR			= 4'b0101,
		PAUSE_DR			= 4'b0110,
		EXIT2_DR			= 4'b0111,
		UPDATE_DR			= 4'b1000,
		SELECT_IR_SCAN		= 4'b1001,
		CAPTURE_IR			= 4'b1010,
		SHIFT_IR			= 4'b1011,
		EXIT1_IR			= 4'b1100,
		PAUSE_IR			= 4'b1101,
		EXIT2_IR			= 4'b1110,
		UPDATE_IR			= 4'b1111
	} state_t;
	typedef enum logic [4:0]
	{
		BYPASS					= 5'b00000,	 
		SAMPLE					= 5'b00001,
		PRELOAD					= 5'b00010,
		EXTEST					= 5'b00011,
		IDCODE					= 5'b00100,
		CLAMP					= 5'b00101,
		HIGHZ					= 5'b00110,
		IC_RESET				= 5'b00111,
		CLAMP_HOLD				= 5'b01000,
		CLAMP_RELEASE			= 5'b01001,
		TMP_STATUS				= 5'b01010,
		INIT_SETUP				= 5'b01011,
		INIT_SETUP_CLAMP		= 5'b01100,
		INIT_RUN				= 5'b01101,
        AHB                     = 5'b01110,
        BYPASS_2				= 5'b01111,
        AHB_ERROR       = 5'b10000
	} instruction_t;
	typedef enum logic [15:0]
	{
		BYPASS_de					= 16'b0000000000000001,	 
		SAMPLE_de					= 16'b0000000000000010,
		PRELOAD_de					= 16'b0000000000000100,
		EXTEST_de					= 16'b0000000000001000,
		IDCODE_de					= 16'b0000000000010000,
		CLAMP_de					= 16'b0000000000100000,
		HIGHZ_de					= 16'b0000000001000000,
		IC_RESET_de					= 16'b0000000010000000,
		CLAMP_HOLD_de				= 16'b0000000100000000,
		CLAMP_RELEASE_de			= 16'b0000001000000000,
		TMP_STATUS_de				= 16'b0000010000000000,
		INIT_SETUP_de				= 16'b0000100000000000,
		INIT_SETUP_CLAMP_de			= 16'b0001000000000000,
		INIT_RUN_de					= 16'b0010000000000000,
        AHB_de						= 16'b0100000000000000,
        AHB_ERROR_de                = 16'b1000000000000000
    } instruction_decode_t;
	typedef enum logic
	{
		PERSISTENCE_OFF = 1'b0,
		PERSISTENCE_ON = 1'b1
	} tmp_state_t;
  typedef enum logic
  {
    ADDRESS = 1'b0,
    DATA = 1'b1
  } regselect_t;
  typedef enum logic [1:0]
  {
    WORD = 2'b10,
    HALFWORD = 2'b01,
    BYTE = 2'b00
  } hsize_t;
  typedef enum logic
  {
    WRITE = 1'b1,
    READ = 1'b0
  } r_w_t;
  typedef struct packed
  {
    logic [31:0] data;
    regselect_t regselect;
    hsize_t size;
    logic addrinc;
    r_w_t r_w;
  } ap_shift_t;
endpackage
package rv32i_types_pkg;
  parameter WORD_SIZE = 32;
  parameter RAM_ADDR_SIZE = 32;
  parameter OP_W = 7;
  parameter BR_W = 3;
  parameter LD_W = 3;
  parameter SW_W = 3;
  parameter IMM_W = 3;
  parameter REG_W = 3;
  typedef logic [WORD_SIZE-1:0] word_t;
  typedef enum logic [OP_W-1:0] {
    LUI       = 7'b0110111,
    AUIPC     = 7'b0010111,
    JAL       = 7'b1101111,
    JALR      = 7'b1100111,
    BRANCH    = 7'b1100011,
    LOAD      = 7'b0000011,
    STORE     = 7'b0100011,
    IMMED     = 7'b0010011,
    REGREG    = 7'b0110011,
    SYSTEM    = 7'b1110011,
    MISCMEM  = 7'b0001111
  } opcode_t;
  typedef enum logic [BR_W-1:0] {
    BEQ     = 3'b000,
    BNE     = 3'b001,
    BLT     = 3'b100,
    BGE     = 3'b101,
    BLTU    = 3'b110,
    BGEU    = 3'b111
  } branch_t;  
  typedef enum logic [LD_W-1:0] {
    LB      = 3'b000,
    LH      = 3'b001,
    LW      = 3'b010,
    LBU     = 3'b100,
    LHU     = 3'b101
  } load_t;
  typedef enum logic [SW_W-1:0] {
    SB      = 3'b000,
    SH      = 3'b001,
    SW      = 3'b010
  } store_t;
  typedef enum logic [IMM_W-1:0] {
    ADDI    = 3'b000,
    SLTI    = 3'b010,
    SLTIU   = 3'b011,
    XORI    = 3'b100,
    ORI     = 3'b110,
    ANDI    = 3'b111,
    SLLI    = 3'b001,
    SRI     = 3'b101
  } imm_t;
  typedef enum logic [REG_W-1:0] {
    ADDSUB  = 3'b000,
    SLL     = 3'b001,
    SLT     = 3'b010,
    SLTU    = 3'b011,
    XOR     = 3'b100,
    SR      = 3'b101,
    OR      = 3'b110,
    AND     = 3'b111
  } regreg_t;
  typedef enum logic [2:0] {
    PRIV        = 3'b000,
    CSRRW       = 3'b001,
    CSRRS       = 3'b010,
    CSRRC       = 3'b011,
    CSRRWI      = 3'b101,
    CSRRSI      = 3'b110,
    CSRRCI      = 3'b111
  } rv32i_system_t;
  typedef enum logic [11:0] {
    ECALL   = 12'h0,
    EBREAK  = 12'h1,
    ERET    = 12'h100
  } priv_insn_t;
  typedef enum logic [2:0] {
    FENCE   = 3'b000,
    FENCEI  = 3'b001
  } rv32i_miscmem_t;
  typedef struct packed {
    logic [6:0] funct7;
    logic [4:0] rs2;
    logic [4:0] rs1;
    logic [2:0] funct3;
    logic [4:0] rd;
    opcode_t    opcode;
  } rtype_t;
  typedef struct packed {
    logic [11:0]  imm11_00;
    logic [4:0]   rs1;
    logic [2:0]   funct3;
    logic [4:0]   rd;
    opcode_t      opcode;
  } itype_t; 
  typedef struct packed {
    logic [6:0] imm11_05;
    logic [4:0] rs2;
    logic [4:0] rs1;
    logic [2:0] funct3;
    logic [4:0] imm04_00;
    opcode_t    opcode;
  } stype_t;
  typedef struct packed {
    logic       imm12;
    logic [5:0] imm10_05;
    logic [4:0] rs2;
    logic [4:0] rs1;
    logic [2:0] funct3;
    logic [3:0] imm04_01;
    logic       imm11;
    opcode_t    opcode;
  } sbtype_t;
  typedef struct packed {
    logic [19:0]  imm31_12;
    logic [4:0]   rd;
    opcode_t      opcode;
  } utype_t;
  typedef struct packed {
    logic         imm20;
    logic [9:0]   imm10_01;
    logic         imm11;
    logic [7:0]   imm19_12;
    logic [4:0]   rd;
    opcode_t      opcode;
  } ujtype_t;
  typedef struct packed {
    logic [11:0]  csr;
    logic [4:0]   rs1_zimm;
    logic [2:0]   funct3;
    logic [4:0]   rd;
    opcode_t      opcode;
  } systype_t;
  typedef struct packed {
    logic         token;
    word_t        pc;
    word_t        pc4;
    word_t        instr;
    word_t        prediction;
  } fetch_ex_pipeline_reg_t;
endpackage
module flex_pts_sr # (
    NUM_BITS = 4,
    SHIFT_MSB = 1
) (
    input wire clk,
    input wire n_rst,
    input wire shift_enable,
    input wire load_enable,
    input wire [NUM_BITS-1:0] parallel_in,
    output reg serial_out
);
reg [NUM_BITS-1:0] next_output;
reg [NUM_BITS-2:0] flipout;
always_ff @(posedge clk, negedge n_rst) 
begin : SHIFT_REG_FLIPFLOP
    if(n_rst == 0)
    begin
        flipout <= '0;
        serial_out <= '0;
    end
    else
    begin
        if(SHIFT_MSB == 1)
        begin
            flipout <= next_output [NUM_BITS-2:0];
            serial_out <= next_output [NUM_BITS-1];
        end
        else
        begin
            flipout <= next_output [NUM_BITS-1:1];
            serial_out <= next_output [0];
        end
    end
end
always_comb begin : NEXT_OUTPUT
    if(load_enable == 1)
    begin
        next_output = parallel_in;
    end
    else
    begin
        if(shift_enable == 1)
        begin
            if(SHIFT_MSB == 1)
            begin
                next_output = {flipout, 1'b0};
            end
            else
            begin
                next_output = {1'b0, flipout};
            end
        end
        else
        begin
            if(SHIFT_MSB == 1)
            begin
                next_output = {serial_out, flipout};
            end
            else
            begin
                next_output = {flipout, serial_out};
            end
        end
    end
end
endmodule
==> flow/run.sh <==
#!/bin/bash
# OpenROAD 26Q1-2900-gdf79404cd8, Yosys 0.63+post, stock flow scripts
make -C /OpenROAD-flow-scripts/flow DESIGN_CONFIG=/design/flow/config.mk WORK_HOME=/design/flow/orfs finish
==> flow/config.mk <==
export PLATFORM = sky130hd
export DESIGN_NAME = flex_pts_sr
export DESIGN_NICKNAME = flex_pts_sr
export VERILOG_FILES = /design/flow/design.v
export SDC_FILE = /design/flow/constraint.sdc
export NUM_CORES = 4
export LEC_CHECK = 1
export CORE_AREA = 10 10 70 70
export DIE_AREA = 0 0 80 80
==> flow/constraint.sdc <==
current_design flex_pts_sr

set clk_period 1.6
set clk_io_pct 0.2

create_clock -name clk0 -period $clk_period [get_ports {clk}]

set non_clock_inputs [all_inputs -no_clocks]
set_input_delay [expr $clk_period * $clk_io_pct] -clock clk0 $non_clock_inputs
set_output_delay [expr $clk_period * $clk_io_pct] -clock clk0 [all_outputs]
==> results.py <==
# Metrics from the implementation run
metrics = {
    "cts": {
        "insertion_delay_ps": 230,
        "cts_setup_buffers": 0,
        "cts_root_buffer": "clkbuf_4",
        "clock_path_buffers": 2,
        "numCtsBuffers": 3,
        "cts_hold_buf": 0,
        "post_cts_resize_count": 0,
        "htree_num_levels": 1,
        "clk_pin_slew_worst_paths_ps": 30,
        "cts_sinks": 4,
        "cts_tree": "built",
    },
    "floorplanning": {
        "core_sq_mm": 0.003416,
        "initial_core_util_pct": 4.945,
        "rows": 21,
        "pin_count": 9,
        "die_h_um": 80,
        "die_w_um": 80,
        "die_area_sq_mm": 0.006400,
    },
    "final_timing": {
        "finalSetupViolCount": 0,
        "timing.final.crit_share_pct": 84.33,
        "max_freq_mhz": 741.1,
        "totalNegativeSetupSlack_ps": 0,
        "rsz0062_at_grt": "false",
        "relSlewSlack_pct": 81.99,
        "fin_worst_skew_ps": 1.441,
        "min_period_ps": 1349,
        "slew_violations": 0,
        "hold_viol": 0,
        "worst_slew_pin_slew_ps": 269.4,
    },
    "run_status": {
        "status": "finished, final reports clean",
    },
    "worst_setup_path": {
        "cp-end-kind": "output port",
        "worstPathRequired_ps": 1280,
        "crit_buf_inv": 1,
        "critPathArrivalTime_ps": 1030,
        "crit_fanout": 2,
        "worstSetupStartpointType": "register",
        "path_class": "reg -> out",
        "critPathMaxStageDelay_ps": 470,
        "path_cells": "clkdlybuf4s50_1",
        "cp_top_family": "buffers and inverters",
        "crit_slowest_cell": "clkdlybuf4s50_1",
        "regToRegSetupSlack_ps": 870,
    },
    "routing": {
        "first_pass_iters": 3,
        "drtAntennaViolNets": 0,
        "via_per_inst": 2.042,
        "wl_per_cell_um": 7.222,
        "via_count": 147,
        "dr.first_iter.drc_count": 3,
        "insertedDiodeCount": 0,
        "drt_drc_violations_left": 0,
        "totalWireLength_um": 520,
    },
    "min_path": {
        "hold_path_class": "in -> async",
    },
    "logic_synthesis": {
        "synth-seq-area-share_pct": 59.26,
        "ys_types": 6,
        "syn_inst": 15,
        "ys_cells": 15,
        "synth_area_sq_um": 168.9,
        "yosysChipArea_sq_um": 168.9,
        "ys_warn_count": 1,
        "syn_area_per_cell_sq_um": 11.26,
        "ys_seq_elements": 4,
    },
    "global_routing": {
        "grt_pass1_wl_um": 765,
        "grt_pass1_vias": 155,
        "antenna_found_initial": 0,
        "grt_max_degree": 9,
        "grt_overflow": 0,
        "track_usage_pct": 1.626,
    },
    "placed_design": {
        "port_buffers": 8,
        "placed_area_sq_um": 306.5,
        "place.gp.congestion": 0.6381,
    },
    "layout": {
        "fillers": 404,
        "final_cell_area_sq_um": 329.1,
        "drive_gt1_share_pct": 11.54,
        "syn2layout_area_growth_pct": 94.82,
        "comb_area_sq_um": 68.82,
        "regArea_sq_um": 100.1,
    },
    "power_and_ir_drop": {
        "ir_worst_vdd_mv": 0.09530,
        "powerDensity_mw_per_mm2": 840.6,
        "p_leak_nw": 0.1276,
    },
    "flow_run": {
        "maxCapViolations": 0,
        "tool_warnings": 25,
    },
}
-- cells in the mapped netlist --
cell,n,area [sq um]
a22o_1,1,8.760
mux2i_1,3,30.03
nand2_1,3,11.26
o21ai_1,3,15.01
nor2_1,1,3.750
dfrtp_1,4,100.1
-- state kept, by name, summed over array words and instances (netlist names) --
register and flops:
serial_out 1, flipout 3
-- cell usage in the layout (no fill, tap or decap) --
cell type / count
a22o_1: 1
mux2i_1: 3
clkbuf_4: 3
clkdlybuf4s50_1: 8
nand2_1: 3
o21ai_1: 3
dfrtp_1: 4
nor2_1: 1
-- per-layer routing --
layer  vias up  routed length (um)  GRT usage [%]
met5         -                   0              0
met4         0                  14         0.8803
met3         2                  40          1.136
met2         2                 304          2.809
met1        68                 161          1.340
li1         75                   -              -
-- cell families (layout without fill, tap and decap cells) --
| family | after synthesis | count (layout) | synth area share (%) |
|---|---|---|---|
| AND/OR/NAND/NOR | 4 | 4 | 8.886 |
| buffers and inverters | 0 | 11 | 0 |
| AND-OR/OR-AND | 4 | 4 | 14.07 |
| multiplexers | 3 | 3 | 17.78 |
| flip-flops | 4 | 4 | 59.26 |
-- path summary, 6_finish.rpt --
path	from	to	cells past startpoint
max	serial_out$_DFFE_PN0P_	serial_out	1
min	n_rst	flipout[1]$_DFFE_PN0P_	1
max reg2reg	flipout[2]$_DFFE_PN0P_	serial_out$_DFFE_PN0P_	2
min reg2reg	flipout[0]$_DFFE_PN0P_	flipout[0]$_DFFE_PN0P_	1
max in group asynchronous	n_rst	flipout[2]$_DFFE_PN0P_	1
min in group clk0	flipout[0]$_DFFE_PN0P_	flipout[0]$_DFFE_PN0P_	1
-- report_power, final --
part | internal, W | switching, W
clock network | 0.0000834 | 0.0000346
logic | 0.0000281 | 0.0000147
registers | 0.000111 | 0.00000456
-- worst reg2reg max path: stages (launching register included) --
cell and delay [ps]:
dfrtp_1 360, mux2i_1 160, o21ai_1 80
-- metrics by stage --
step / setup WS, ps / hold slack, ps / cells / utilization (%) / power [W]
floorplan: 947.7 / 24.41 / 15 / - / 0.0001289
global placement: 283.1 / 481.3 / 69 / 8.974 / 0.0001588
detailed placement: 260.0 / 489.1 / 69 / 8.974 / 0.0001601
CTS: 229.0 / 290.2 / 72 / 9.634 / 0.0002842
global route: 209.3 / 312.1 / 72 / 9.634 / 0.0002889
finish: 250.7 / 292.7 / 72 / 9.634 / 0.0002766
-- area by class of cell --
class	instances	share of cell area, %
clock buffer	3	6.844
multi-input combinational	11	20.91
timing repair buffer	8	24.33
sequential	4	30.42
tap	46	17.49
No activity file was given, so power comes from the tool's default toggle rates.
