**flow/config.mk**
```make
export PLATFORM = sky130hd
export DESIGN_NAME = flex_counter
export DESIGN_NICKNAME = flex_counter
export VERILOG_FILES = /design/flow/design.v
export SDC_FILE = /design/flow/constraint.sdc
export NUM_CORES = 4
export LEC_CHECK = 1
export CORE_AREA = 10 10 70 70
export DIE_AREA = 0 0 80 80
```
**flow/constraint.sdc**
```tcl
current_design flex_counter

set clk_period 2.9
set clk_io_pct 0.2

create_clock -name clk0 -period $clk_period [get_ports {clk}]

set non_clock_inputs [all_inputs -no_clocks]
set_input_delay [expr $clk_period * $clk_io_pct] -clock clk0 $non_clock_inputs
set_output_delay [expr $clk_period * $clk_io_pct] -clock clk0 [all_outputs]
```
**flow/design.v**
```verilog
interface ahb_if #(
    parameter int ADDR_WIDTH = 32,
    parameter int DATA_WIDTH = 32
)(
    input HCLK,
    input HRESETn
);
    logic HSEL;
    logic HREADY;
    logic HREADYOUT;
    logic HWRITE;
    logic HMASTLOCK;
    logic HRESP;
    logic [1:0] HTRANS;
    logic [2:0] HBURST;
    logic [2:0] HSIZE;
    logic [ADDR_WIDTH - 1:0] HADDR;
    logic [DATA_WIDTH - 1:0] HWDATA;
    logic [DATA_WIDTH - 1:0] HRDATA;
    logic [(DATA_WIDTH/8) - 1:0] HWSTRB;
    assign HREADY = HREADYOUT;
    modport manager(
        input HCLK, HRESETn,
        input HREADY, HRESP, HRDATA,
        output HWRITE, HMASTLOCK, HTRANS,
        HBURST, HSIZE, HADDR, HWDATA, HWSTRB, HSEL
    );
    modport subordinate(
        input HCLK, HRESETn,
        input HSEL, HWRITE, HMASTLOCK, HTRANS,
        HBURST, HSIZE, HADDR, HWDATA, HWSTRB,
        output HREADYOUT, HRDATA, HRESP
    );
endinterface
package ahb_pkg;
    typedef enum logic [1:0] {
        IDLE    = 2'b00,
        SEQ     = 2'b01,
        NONSEQ  = 2'b10,
        BUSY    = 2'b11
    } HTRANS_t;
    typedef enum logic [2:0] {
        SINGLE  = 3'b000,
        INCR    = 3'b001,
        WRAP_4  = 3'b010,
        INCR_4  = 3'b011,
        WRAP_8  = 3'b100,
        INCR_8  = 3'b101,
        WRAP_16 = 3'b110,
        INCR_16 = 3'b111
    } HBURST_t;
    typedef enum logic [2:0] {
        BYTE            = 3'b000,
        HALFWORD        = 3'b001,
        WORD            = 3'b010,
        DOUBLEWORD      = 3'b011,
        FOUR_WORD_LINE  = 3'b100,
        EIGHT_WORD_LINE = 3'b101
    } HSIZE_t;
endpackage
package jtag_types_pkg;
	typedef enum logic [3:0]
	{
		TEST_LOGIC_RESET	= 4'b0000,
		RUN_TEST_IDLE		= 4'b0001,
		SELECT_DR_SCAN		= 4'b0010,
		CAPTURE_DR			= 4'b0011,
		SHIFT_DR			= 4'b0100,
		EXIT1_DR			= 4'b0101,
		PAUSE_DR			= 4'b0110,
		EXIT2_DR			= 4'b0111,
		UPDATE_DR			= 4'b1000,
		SELECT_IR_SCAN		= 4'b1001,
		CAPTURE_IR			= 4'b1010,
		SHIFT_IR			= 4'b1011,
		EXIT1_IR			= 4'b1100,
		PAUSE_IR			= 4'b1101,
		EXIT2_IR			= 4'b1110,
		UPDATE_IR			= 4'b1111
	} state_t;
	typedef enum logic [4:0]
	{
		BYPASS					= 5'b00000,	 
		SAMPLE					= 5'b00001,
		PRELOAD					= 5'b00010,
		EXTEST					= 5'b00011,
		IDCODE					= 5'b00100,
		CLAMP					= 5'b00101,
		HIGHZ					= 5'b00110,
		IC_RESET				= 5'b00111,
		CLAMP_HOLD				= 5'b01000,
		CLAMP_RELEASE			= 5'b01001,
		TMP_STATUS				= 5'b01010,
		INIT_SETUP				= 5'b01011,
		INIT_SETUP_CLAMP		= 5'b01100,
		INIT_RUN				= 5'b01101,
        AHB                     = 5'b01110,
        BYPASS_2				= 5'b01111,
        AHB_ERROR       = 5'b10000
	} instruction_t;
	typedef enum logic [15:0]
	{
		BYPASS_de					= 16'b0000000000000001,	 
		SAMPLE_de					= 16'b0000000000000010,
		PRELOAD_de					= 16'b0000000000000100,
		EXTEST_de					= 16'b0000000000001000,
		IDCODE_de					= 16'b0000000000010000,
		CLAMP_de					= 16'b0000000000100000,
		HIGHZ_de					= 16'b0000000001000000,
		IC_RESET_de					= 16'b0000000010000000,
		CLAMP_HOLD_de				= 16'b0000000100000000,
		CLAMP_RELEASE_de			= 16'b0000001000000000,
		TMP_STATUS_de				= 16'b0000010000000000,
		INIT_SETUP_de				= 16'b0000100000000000,
		INIT_SETUP_CLAMP_de			= 16'b0001000000000000,
		INIT_RUN_de					= 16'b0010000000000000,
        AHB_de						= 16'b0100000000000000,
        AHB_ERROR_de                = 16'b1000000000000000
    } instruction_decode_t;
	typedef enum logic
	{
		PERSISTENCE_OFF = 1'b0,
		PERSISTENCE_ON = 1'b1
	} tmp_state_t;
  typedef enum logic
  {
    ADDRESS = 1'b0,
    DATA = 1'b1
  } regselect_t;
  typedef enum logic [1:0]
  {
    WORD = 2'b10,
    HALFWORD = 2'b01,
    BYTE = 2'b00
  } hsize_t;
  typedef enum logic
  {
    WRITE = 1'b1,
    READ = 1'b0
  } r_w_t;
  typedef struct packed
  {
    logic [31:0] data;
    regselect_t regselect;
    hsize_t size;
    logic addrinc;
    r_w_t r_w;
  } ap_shift_t;
endpackage
package rv32i_types_pkg;
  parameter WORD_SIZE = 32;
  parameter RAM_ADDR_SIZE = 32;
  parameter OP_W = 7;
  parameter BR_W = 3;
  parameter LD_W = 3;
  parameter SW_W = 3;
  parameter IMM_W = 3;
  parameter REG_W = 3;
  typedef logic [WORD_SIZE-1:0] word_t;
  typedef enum logic [OP_W-1:0] {
    LUI       = 7'b0110111,
    AUIPC     = 7'b0010111,
    JAL       = 7'b1101111,
    JALR      = 7'b1100111,
    BRANCH    = 7'b1100011,
    LOAD      = 7'b0000011,
    STORE     = 7'b0100011,
    IMMED     = 7'b0010011,
    REGREG    = 7'b0110011,
    SYSTEM    = 7'b1110011,
    MISCMEM  = 7'b0001111
  } opcode_t;
  typedef enum logic [BR_W-1:0] {
    BEQ     = 3'b000,
    BNE     = 3'b001,
    BLT     = 3'b100,
    BGE     = 3'b101,
    BLTU    = 3'b110,
    BGEU    = 3'b111
  } branch_t;  
  typedef enum logic [LD_W-1:0] {
    LB      = 3'b000,
    LH      = 3'b001,
    LW      = 3'b010,
    LBU     = 3'b100,
    LHU     = 3'b101
  } load_t;
  typedef enum logic [SW_W-1:0] {
    SB      = 3'b000,
    SH      = 3'b001,
    SW      = 3'b010
  } store_t;
  typedef enum logic [IMM_W-1:0] {
    ADDI    = 3'b000,
    SLTI    = 3'b010,
    SLTIU   = 3'b011,
    XORI    = 3'b100,
    ORI     = 3'b110,
    ANDI    = 3'b111,
    SLLI    = 3'b001,
    SRI     = 3'b101
  } imm_t;
  typedef enum logic [REG_W-1:0] {
    ADDSUB  = 3'b000,
    SLL     = 3'b001,
    SLT     = 3'b010,
    SLTU    = 3'b011,
    XOR     = 3'b100,
    SR      = 3'b101,
    OR      = 3'b110,
    AND     = 3'b111
  } regreg_t;
  typedef enum logic [2:0] {
    PRIV        = 3'b000,
    CSRRW       = 3'b001,
    CSRRS       = 3'b010,
    CSRRC       = 3'b011,
    CSRRWI      = 3'b101,
    CSRRSI      = 3'b110,
    CSRRCI      = 3'b111
  } rv32i_system_t;
  typedef enum logic [11:0] {
    ECALL   = 12'h0,
    EBREAK  = 12'h1,
    ERET    = 12'h100
  } priv_insn_t;
  typedef enum logic [2:0] {
    FENCE   = 3'b000,
    FENCEI  = 3'b001
  } rv32i_miscmem_t;
  typedef struct packed {
    logic [6:0] funct7;
    logic [4:0] rs2;
    logic [4:0] rs1;
    logic [2:0] funct3;
    logic [4:0] rd;
    opcode_t    opcode;
  } rtype_t;
  typedef struct packed {
    logic [11:0]  imm11_00;
    logic [4:0]   rs1;
    logic [2:0]   funct3;
    logic [4:0]   rd;
    opcode_t      opcode;
  } itype_t; 
  typedef struct packed {
    logic [6:0] imm11_05;
    logic [4:0] rs2;
    logic [4:0] rs1;
    logic [2:0] funct3;
    logic [4:0] imm04_00;
    opcode_t    opcode;
  } stype_t;
  typedef struct packed {
    logic       imm12;
    logic [5:0] imm10_05;
    logic [4:0] rs2;
    logic [4:0] rs1;
    logic [2:0] funct3;
    logic [3:0] imm04_01;
    logic       imm11;
    opcode_t    opcode;
  } sbtype_t;
  typedef struct packed {
    logic [19:0]  imm31_12;
    logic [4:0]   rd;
    opcode_t      opcode;
  } utype_t;
  typedef struct packed {
    logic         imm20;
    logic [9:0]   imm10_01;
    logic         imm11;
    logic [7:0]   imm19_12;
    logic [4:0]   rd;
    opcode_t      opcode;
  } ujtype_t;
  typedef struct packed {
    logic [11:0]  csr;
    logic [4:0]   rs1_zimm;
    logic [2:0]   funct3;
    logic [4:0]   rd;
    opcode_t      opcode;
  } systype_t;
  typedef struct packed {
    logic         token;
    word_t        pc;
    word_t        pc4;
    word_t        instr;
    word_t        prediction;
  } fetch_ex_pipeline_reg_t;
endpackage
module flex_counter #(
    NUM_CNT_BITS = 4
) (
    input reg clk,
    input reg n_rst,
    input reg clear,
    input reg count_enable,
    input reg [NUM_CNT_BITS-1:0] rollover_val,
    output reg [NUM_CNT_BITS-1:0] count_out,
    output reg rollover_flag
);
reg [NUM_CNT_BITS-1:0] next_output;
reg next_rollover_flag;
always_ff @(posedge clk, negedge n_rst) 
begin : OUTPUT
    if(n_rst == 0)  
    begin
        count_out <= 0;
        rollover_flag <= 0;
    end
    else
    begin
        count_out <= next_output;
        rollover_flag <= next_rollover_flag;
    end
end
always_comb 
begin : NEXT_STATE
    if(clear == 1)
    begin
      next_output = 0;
      next_rollover_flag = 0;
    end
    else if(count_enable == 1'b1)
    begin
        if(count_out == rollover_val)
        begin
            next_output = 1;
            next_rollover_flag = 0;
        end
        else if(count_out == rollover_val-1)
        begin
            next_output = count_out + 1;
            next_rollover_flag = 1;
        end
        else
        begin
            next_output = count_out + 1;
            next_rollover_flag = 0;
        end
    end
    else
    begin
        next_output = count_out;
        next_rollover_flag = rollover_flag;
    end
end
endmodule
```
**flow/run.sh**
```bash
#!/bin/bash
# OpenROAD 26Q1-2900-gdf79404cd8, Yosys 0.63+post, stock flow scripts
make -C /OpenROAD-flow-scripts/flow DESIGN_CONFIG=/design/flow/config.mk WORK_HOME=/design/flow/orfs finish
```
==> changes_impl.md <==
### Implementation results

- Outcome: finished, final reports clean
- And+or+nand+nor area frac: 0.281
- Static Leakage: 0.000212 µW
- Uppermost layer routed: met4
- Vias in the first global route: 403
- Io pins: 13
- WHS Path Cells: 1
- Peak supply drop: 0.0929 mV
- Synthesis-to-layout area growth: 52.5%
- Fin crit period: 1960 ps
- CTS hold repair buffers: 0
- DRC: 0
- CP Depth: 7
- Post-synth EDFFs: 0
- Adder-Cell Fraction of Synth Area: 0.0660
- Fp_density: 0.111
- Max Cap Violations: 0
- Worst hold margin: 495 ps
- Die Wd: 80 µm
- Crit path launch type: input port
- Primary FF master, synth: dfrtp_1
- Post-Syn Instances: 41
- Die Ht: 80 µm
- CTS Buffer Depth: 2
- Multiplexer share: 0
- M1 WL: 453 µm
- Gpl congestion: 0.780
- CTS clock-pin slew for the worst setup and hold paths: 40 ps
- Clock latency (worst-skew pair): 240 ps
- Post-DP HPWL: 838 µm
- Fin. max-slew vios: 0
- Main logic family: simple AND/OR/NAND/NOR gates
- Port Buffers: 12
- CTS tree: built
- H-tree Lvls: 1
- Share of cells above drive strength 1: 0.0714
- CP endpoint kind: flop
- Wire length per cell: 9.90 µm
- Postcts setup bufs: 0
- Cell Area, Synth: 379 µm²
- Clock Root Buffer: clkbuf_4
- Synth top area cells: dfrtp_1 33%, xnor2_1 12%, a31oi_1 6.6%
- Registers, synthesis: 5
- Site row count: 21
- CP top delay family: buffers and inverters
- Compound Share, Synth: 0.152
- Synth Seq Share: 0.330
- Crit path buf inv count: 2
- Vias/cell: 3.60
- Fillers: 400
- Clock sinks: 5
- Ys async rst share: 1.00
- Synth Area in XOR/XNOR: 0.139
- Finish-stage setup viols: 0
- Synth area leader: dfrtp_1
- Worst-Margin Slew: 309 ps
- Max-area cell share: 0.330
- Final Hold Fails: 0
- Commonest cells in the netlist: 5 x dfrtp_1, 5 x xnor2_1, 4 x a31oi_1, 3 x a21oi_1, 3 x nand3_1
- Hold/Removal Path Class: flop to flop
- Die Size: 6400 µm²
- Setup tns final: 0 ps
- Synth Warn #: 1
- Cycle use final: 0.675
- Crit path max fanout: 3
- Critical path arrival: 2080 ps
- Initial DRC count: 42
- CTS buffer count: 3
- RSZ-0062 raised after global routing: no
- CP max-delay cell: clkdlybuf4s50_1
- DRT Pass-1 Iters: 3
- Met3 wire len: 115 µm
- Initial antenna violation count: 0
- Antenna diode count: 0
- Clock skew: 0.667 ps
- Post-cts resize count: 0
- Yosys cell types: 20
- GRT Residual Overflow: 0
- OpenROAD warning count: 25
- Power Density: 349 nW/µm²
- Crit path largest cell delay: 530 ps
- Maximum number of pins on one net before global-route repair: 11
- Worst R2R Path Depth: 4
- Worst setup path category: input port to flop
- Max transition margin: 0.793
- GRT Util Overall: 0.0325
- Syn_area_per_cell: 9.25 µm²
- Cells along the critical path: clkdlybuf4s50_1 > inv_1 > ha_1 > or2b_1 > a21oi_1 > a31oi_1 > a32o_1
- Final wirelength: 1010 µm
- Yosys Instances: 41
- Remaining antenna violation count: 0
- Core Area: 3420 µm²
- WL met2: 416 µm
- YS chip area: 379 µm²
- Routed vias: 367
- Global-route wire length before repair: 1690 µm
- Crit path DRT: 3020 ps
- F_max: 0.510 GHz
## final cells by class
type	instances	area [µm²]	area share
Sequential cell	5	125	0.216
Clock buffer	4	26.3	0.0455
Tap cell	46	57.6	0.0996
Inverter	2	7.51	0.0130
Timing Repair Buffer	12	120	0.208
Multi-Input combinational cell	33	241	0.418
## metrics by stage
step / setup WS, ps / std cells / cell area [µm²] / total power [µW] / utilization
after floorplan: 1340 / 41 / 379 / 101 / -
after global placement: 701 / 98 / 552 / 124 / 0.162
after detailed placement: 697 / 98 / 552 / 125 / 0.162
after CTS: 935 / 102 / 578 / 205 / 0.169
after global routing: 849 / 102 / 578 / 218 / 0.169
final: 941 / 102 / 578 / 201 / 0.169
## layout by cell type, fill, tap and decap left out
master and instances:
nand4b_1 1, nand3b_1 2, clkbuf_1 1, dfrtp_1 5
inv_1 2, ha_1 2, nor2_1 2, a31oi_1 4
xor2_1 1, or2b_1 2, nor2b_1 1, nor4b_1 1
a21oi_1 3, nand3_1 3, o21bai_1 1, a32o_1 1
clkdlybuf4s50_1 12, nand4_2 1, nand2b_1 2, clkbuf_4 3
xnor2_1 5, nor3_1 1
## worst reg2reg max path, delay by kind of cell, from the launching register on
| kind | cells | cell delay (ps) |
|---|---|---|
| AND-OR/OR-AND | 2 | 290 |
| XOR/XNOR | 1 | 260 |
| flip-flops | 1 | 440 |
| AND/OR/NAND/NOR | 1 | 220 |
## state kept, by name (all words and copies together), names as in the netlist
name and cells:
rollover_flag 1, count_out 4
## logic make-up after synthesis
family	after synthesis
fa+ha+maj	2
simple gates	16
flops	5
xor+xnor	6
compound gates	9
buf+inv	3
## power breakdown
group / internal, µW / switching [µW]
registers: 73.0 / 5.50
logic: 26.1 / 18.5
clock network: 51.9 / 26.5
total: 151 / 50.5
## worst paths after layout
| check | start | endpoint | slack (ps) |
|---|---|---|---|
| max | rollover_val[0] | rollover_flag$_DFFE_PN0P_ | 940 |
| max reg2reg | count_out[0]$_DFFE_PN0P_ | count_out[3]$_DFFE_PN0P_ | 1570 |
| min | rollover_flag$_DFFE_PN0P_ | rollover_flag$_DFFE_PN0P_ | 490 |
| min in group asynchronous | n_rst | count_out[3]$_DFFE_PN0P_ | 570 |
| max in group asynchronous | n_rst | count_out[2]$_DFFE_PN0P_ | 2130 |
| min reg2reg | rollover_flag$_DFFE_PN0P_ | rollover_flag$_DFFE_PN0P_ | 490 |
## routing by layer
metal  up-vias  GRT usage
li1        184          -
met1       163     0.0387
met2        16     0.0498
met3         4     0.0170
met4         0    0.00880
met5         -          0
No activity file was given, so power comes from the tool's default toggle rates.
